==> /design/flow/design.v <==
module CounterUpSyncBeh_16 ( clk, n_reset, enable, Q );
	input clk, n_reset, enable;
	output reg [15:0] Q = 16'h0000;
	always @(posedge clk) begin
		if (!n_reset)
			Q <= 16'h0000;
		else if ( enable)
			Q <= Q + 1;
	end
endmodule
module CounterUpSyncBeh_32 ( clk, n_reset, enable, Q );
	input clk, n_reset, enable;
	output [31:0] Q;
	wire [15:0] Ql, Qu;
	assign uEnable = enable & (&Ql);
	CounterUpSyncBeh_16 upper(.clk(clk), .n_reset(n_reset), .enable(uEnable), .Q(Qu));
	CounterUpSyncBeh_16 lower(.clk(clk), .n_reset(n_reset), .enable(enable), .Q(Ql));
	assign Q = { Qu, Ql };
endmodule
==> /design/flow/run.sh <==
#!/bin/bash
# OpenROAD 26Q1-2900-gdf79404cd8, Yosys 0.63+post, stock flow scripts
make -C /OpenROAD-flow-scripts/flow DESIGN_CONFIG=/design/flow/config.mk WORK_HOME=/design/flow/orfs finish
==> /design/flow/config.mk <==
export PLATFORM = sky130hd
export DESIGN_NAME = CounterUpSyncBeh_32
export DESIGN_NICKNAME = CounterUpSyncBeh_32
export VERILOG_FILES = /design/flow/design.v
export SDC_FILE = /design/flow/constraint.sdc
export NUM_CORES = 4
export LEC_CHECK = 1
export CORE_UTILIZATION = 30
==> /design/flow/constraint.sdc <==
current_design CounterUpSyncBeh_32

set clk_period 4.3
set clk_io_pct 0.2

create_clock -name clk0 -period $clk_period [get_ports {clk}]

set non_clock_inputs [all_inputs -no_clocks]
set_input_delay [expr $clk_period * $clk_io_pct] -clock clk0 $non_clock_inputs
set_output_delay [expr $clk_period * $clk_io_pct] -clock clk0 [all_outputs]
==> impl_metrics.yaml <==
# yosys + openroad results
sta:
  setup_violations: 0
  max_freq_mhz: 417
  period_used_pct: 55.7
  fin_tns_setup_ps: 0
  fin_crit_ps: 2400
  slew_violations: 0
  fin_ws_ps: 1900
  skew_ps: 4.42
  slew-limit-headroom_pct: 75.1
  tightestPinTransition_ps: 371
  finalHoldViolCount: 0
  rsz0062_at_grt: "false"
grt:
  grt_pass1_wl_um: 5150
  track_usage_pct: 12.2
  grt_pass1_vias: 1099
  grt_antenna_before_repair: 0
  grt-ovfl-total: 0
  grt_max_degree: 34
job:
  tool_warnings: 25
  max_cap_violations: 0
drt:
  antenna_cells: 0
  wl_um: 3140
  num_vias: 1264
  drt-initial-drc-count: 86
  drt_first_pass_iters: 4
  vias_per_cell: 4.66
  route.detailed.drc: 0
  wire_per_inst_um: 11.6
  postRouteAntennaNets: 0
cts:
  clockRootBuffer: "clkbuf_8"
  cts.sinks: 32
  ctsHoldBuffers: 0
  cts_tree: "yes"
  cts_resized: 0
  clockBufferDepth: 2
  clk_pin_slew_ps: 60
  cts_buffers: 5
  clock.latency.late_pin_ps: 280
  htreeDepth: 2
  postCtsSetupRepairBufs: 0
synthesis:
  ys_types: 29
  top_cell_area_share_pct: 40.9
  synthTopCellsByArea: "dfxtp_1 41%, and2_1 11%, xor2_1 10%, xnor2_1 5.0%, nor3_2 3.8%"
  netlist_area_sq_um: 1570
  ys_seq_share_pct: 40.9
  syn_inst: 167
  yosys_warnings: 2
  ys_cells: 167
  yosys_area_sq_um: 1570
  ys_async_sr_fraction_pct: 0
  top_area_cell: "dfxtp_1"
  ys.flops: 32
  edf_count: 0
  synth_area_per_cell_sq_um: 9.39
  ff_type: "dfxtp_1"
setup_path:
  reg2reg_depth: 5
  crit_buf_inv: 1
  reg2reg_slack_ps: 2460
  cpLargestDelayFamily: "simple AND/OR/NAND/NOR gates"
  cp_data_required_time_ps: 4480
  crit_type: "input pin to flip-flop"
  cp.arrival_ps: 2580
  timing.rr.start: "lower.Q[8]"
  cp_slowest_cell: "clkdlybuf4s50_1"
  crit_chain: "clkdlybuf4s50_1 -> and3_2 -> nand2_2 -> nor4_1 -> xor2_1 -> and2_1"
  cp-startpoint: "enable"
  cpPeakStageDelay_ps: 560
  start_kind: "input pin"
  cp_max_fo: 15
  endpoint: "upper.Q[5]"
  crit_path_end_kind: "flip-flop"
  rr_endpoint: "upper.Q[14]"
  cp.depth: 6
floorplan:
  fp_util_pct: 32.1
  rows: 25
  die-area_sq_um: 5520
  die-width_um: 74.3
  pin_count: 35
  core_area_sq_um: 4880
  die_h_um: 74.3
place:
  dp_hpwl_um: 2080
  placedCellCount: 263
  dp_slack_ps: 1630
  portBuffers: 34
  routabilityCongestion: 0.754
final_layout:
  area_delta_synth_final_pct: 30.6
  stdcell_count: 271
  drive_gt1_share_pct: 8.33
pwr:
  ir_drop_mv: 0.123
  power_leakage_nw: 0.800
  total_power_mw: 0.553
  cellPowerDensity_nw_per_um2: 270
worst_hold_path:
  hold_class: "flip-flop to flip-flop"
  worstHoldPathCells: 2
outcome:
  status: "complete, no violations"
-- per-stage QoR --
| stage | hold slack [ps] | utilization (%) | instance area (sq um) |
|---|---|---|---|
| global route | 519 | 42.0 | 2050 |
| floorplan | 433 | - | 1570 |
| finish | 485 | 42.0 | 2050 |
| global placement | 466 | 40.1 | 1960 |
| CTS | 493 | 42.0 | 2050 |
| detailed placement | 476 | 40.1 | 1960 |
-- cells in the final DEF (no fill, tap or decap) --
| cell | instances |
|---|---|
| a21boi_0 | 2 |
| a21boi_1 | 1 |
| and2_1 | 27 |
| and3_1 | 2 |
| and3_2 | 1 |
| and4_1 | 4 |
| buf_4 | 1 |
| clkbuf_1 | 2 |
| clkbuf_8 | 6 |
| clkdlybuf4s50_1 | 34 |
| dfxtp_1 | 32 |
| ha_1 | 2 |
| inv_1 | 1 |
| mux2i_1 | 2 |
| nand2_1 | 14 |
| nand2_2 | 1 |
| nand2b_1 | 1 |
| nand3_1 | 9 |
| nand4_1 | 7 |
| nand4_4 | 1 |
| nor2_1 | 5 |
| nor2b_1 | 2 |
| nor3_1 | 2 |
| nor3_2 | 6 |
| nor4_1 | 6 |
| nor4_2 | 1 |
| o21ai_0 | 3 |
| or3_1 | 2 |
| xnor2_1 | 9 |
| xor2_1 | 18 |
-- flip-flops by register name, summed over array words and instances, names as in the netlist --
name and cells:
upper.Q 16, lower.Q 16
-- cell usage after synthesis (all sizes together), types with 4 or more instances --
| cell type | number |
|---|---|
| nor2 | 5 |
| xnor2 | 9 |
| nand3 | 9 |
| xor2 | 18 |
| and2 | 27 |
| nor3 | 8 |
| and4 | 4 |
| nand2 | 15 |
| nor4 | 7 |
| nand4 | 8 |
| dfxtp | 32 |
-- metal layers --
metal / GRT usage (%) / vias up / routed length (um)
li1: - / 643 / -
met1: 18.8 / 581 / 1640
met2: 18.5 / 32 / 1280
met3: 2.47 / 8 / 161
met4: 2.10 / 0 / 63
met5: 0 / - / 0
-- where the power goes --
part,internal [mW],switching [mW]
registers,0.298,0.00222
logic,0.00882,0.00622
clock network,0.130,0.107
total,0.438,0.115
-- logic make-up after synthesis --
logic type / synth area share, %
flops: 40.9
simple gates: 35.9
xor+xnor: 15.1
fa+ha+maj: 1.60
buf+inv: 2.87
mux: 1.28
compound gates: 2.39
-- layout make-up --
class	count	area, sq um
Fill cell	502	2830
Multi-Input combinational cell	128	882
Sequential cell	32	641
Timing Repair Buffer	35	348
Clock buffer	8	90.1
Tap cell	67	83.8
Inverter	1	3.75
-- worst min-delay path by stage --
stage | from | endpoint | slack [ps]
4_1_cts | upper.Q[15] | upper.Q[15] | 490
5_1_grt | upper.Q[15] | upper.Q[15] | 520
6_report | upper.Q[15] | upper.Q[15] | 490
-- worst register-to-register path: cells and delay by family, from the launching register on --
| kind | cells | cell delay [ps] |
|---|---|---|
| xor gates and xnor gates | 1 | 110 |
| and+or+nand+nor | 4 | 1220 |
| DFF | 1 | 410 |
No activity file was given, so power comes from the tool's default toggle rates.

--- run.sh ---
#!/bin/bash
# OpenROAD 26Q1-2900-gdf79404cd8, Yosys 0.63+post, stock flow scripts
make -C /OpenROAD-flow-scripts/flow DESIGN_CONFIG=/design/flow/config.mk WORK_HOME=/design/flow/orfs finish
--- config.mk ---
export PLATFORM = sky130hd
export DESIGN_NAME = CounterUpSyncBeh_4
export DESIGN_NICKNAME = CounterUpSyncBeh_4
export VERILOG_FILES = /design/flow/design.v
export SDC_FILE = /design/flow/constraint.sdc
export NUM_CORES = 4
export LEC_CHECK = 1
export CORE_AREA = 10 10 70 70
export DIE_AREA = 0 0 80 80
--- constraint.sdc ---
current_design CounterUpSyncBeh_4

set clk_period 1.0
set clk_io_pct 0.2

create_clock -name clk0 -period $clk_period [get_ports {clk}]

set non_clock_inputs [all_inputs -no_clocks]
set_input_delay [expr $clk_period * $clk_io_pct] -clock clk0 $non_clock_inputs
set_output_delay [expr $clk_period * $clk_io_pct] -clock clk0 [all_outputs]
--- design.v ---
module CounterUpSyncBeh_4 ( clk, n_reset, enable, Q );
	input clk, n_reset, enable;
	output reg [3:0] Q = 4'b0000;
	always @(posedge clk) begin
		if (!n_reset)
			Q <= 4'b0000;
		else if ( enable)
			Q <= Q + 1;
	end
endmodule
==> flow_summary.yaml <==
# synthesis and place-and-route metrics
detailed_routing:
  first_pass_iters: 3
  n_antenna_cell: 0
  final_antenna_net_count: 0
  vias_per_cell: 2.273
  vias: 175
  wl_per_cell_um: 7.792
  wl_um: 600
  drtIter0Drc: 2
  drc: 0
power:
  p_leak_uw: 0.0001682
  p_per_area_mw_per_mm2: 1208
  ir_drop_mv: 0.4925
  total_power_uw: 456.5
sta:
  rsz0062_at_grt: "true"
  max_freq_mhz: 963.2
  timing.hold.ws_ns: 0.4102
  period_minus_slack_ns: 1.038
  period_used_pct: 103.8
  skew_ns: 0.0001329
  setup_viol: 1
  report.final.hold_viol_count: 0
  slew_headroom_pct: 82.33
  drv_slew: 0
  worst_slack_ns: -0.03823
  tightest_slew_ns: 0.2646
  setup_tns_ns: -0.03823
hold_path:
  min-delay-start: "enable"
  holdPathStages: 3
  whs_endpoint: "Q[3]"
  min_path_type: "in2reg"
finish:
  seq_area_um2: 83.83
  biggestRegsByFlops: "Q x4"
  syn2layout_area_growth_pct: 114.2
  layout_top_cell: "buf_4"
  final_cells: 77
  lay_top_cells: "5 x buf_4, 3 x dfxtp_2, 3 x clkbuf_4"
  largest_register_ffs: 4
  drive_gt1_share_pct: 48.39
  nFillCells: 399
  top_register: "Q"
  comb_area_um2: 108.9
setup_path:
  ff2ff_path_depth: 4
  required_ns: 1.13
  critPathLaunchType: "register"
  arrival_ns: 1.17
  end_kind: "register"
  critPathKind: "reg2reg"
  r2r_end: "Q[2]"
  reg2reg_slack_ns: -0.04
  reg2reg_from: "Q[1]"
  crit_fanout: 3
placement:
  port_buffers: 6
  placed_cells: 71
  place_congestion: 0.6788
  dp_slack_ns: -0.2645
logic_synthesis:
  yosysWarningCount: 1
  yosysUniqueCellTypes: 12
  synth_area_um2: 176.4
  synth-cells-yosys: 16
  ys_ff: 4
  synth.largest_area_cell: "dfxtp_1"
  ys_seq_share_pct: 45.39
  topCellsByArea: "dfxtp_1 45%, mux2i_1 11%, ha_1 7.1%"
  synth_top_area_share_pct: 45.39
  yosys-stat-area_um2: 176.4
  syn_inst: 16
  avgSynthCellArea_um2: 11.03
clock_tree:
  cts-root-buf: "clkbuf_4"
  htree_levels: 1
  cts_buffers: 3
  holdBufCountCts: 0
  cts_tree: "done"
  clkSinkCount: 4
  cts.path.max_buffers: 2
  clk_latency_ns: 0.24
  clk_pin_slew_worst_paths_ns: 0.04
floorplanning:
  die_x_um: 80
  pin_count: 7
  num_rows: 21
  fp_util_pct: 5.165
  core_mm2: 0.003416
  die_area_mm2: 0.006400
  die_h_um: 80
global_route:
  grt_pass1_vias: 224
  grt_max_degree: 6
  antenna_found_initial: 0
  grtUsageTotal_pct: 2.061
  grt_pass1_wl_um: 986
  overflow: 0
job:
  warnings: 27
  cap_violations: 0
run_status:
  violations: "setup timing"
  status: "complete, but fails checks"
## cells in the mapped netlist
master,number
dfxtp_1,4
mux2i_1,2
a21boi_0,1
and2_1,1
and3b_2,1
ha_1,1
nand2_1,1
nand4_1,1
nor2b_1,1
o21a_1,1
or2b_1,1
xor2_1,1
## logic make-up (layout without fill, tap and decap cells)
group,count (synthesis),after routing,synth area share (%)
adder cells (fa/ha/maj),1,1,7.091
flip-flops,4,4,45.39
buffers and inverters,0,15,0
multiplexers,2,2,11.35
XOR/XNOR,1,1,4.965
AND-OR/OR-AND,2,2,8.514
AND/OR/NAND/NOR,6,6,22.70
## metrics by stage
stage / util [%] / cell area (um2)
3_5_place_dp: 9.267 / 316.6
6_report: 11.06 / 377.9
5_1_grt: 11.06 / 377.9
4_1_cts: 10.70 / 365.4
2_1_floorplan: - / 176.4
3_3_place_gp: 9.267 / 316.6
## worst max-delay path: stages, from the launching register on
cell	delay [ns]
dfxtp_2	0.32
buf_6	0.12
ha_4	0.14
and3b_2	0.19
o21a_1	0.16
## final cells by class
| class | instances | share of cell area [%] |
|---|---|---|
| multi-input cells | 12 | 28.81 |
| well taps | 46 | 15.23 |
| flip-flops and latches | 4 | 22.19 |
| repair buffers | 12 | 27.81 |
| clock buffers | 3 | 5.960 |
## worst max-delay path by stage
stage | startpoint | endpoint
6_report | Q[1] | Q[2]
4_1_cts | Q[1] | Q[2]
5_1_grt | Q[1] | Q[2]
## power by group
| part | total [uW] | internal (uW) | switching (uW) | leakage, uW |
|---|---|---|---|---|
| Combinational | 76.8 | 48.3 | 28.5 | 0.000121 |
| Sequential | 180 | 171 | 8.70 | 0.0000338 |
| Clock | 200 | 134 | 65.7 | 0.0000138 |
## layer usage
metal | vias to the layer above | track usage (%) | wire [um]
met5 | - | 0 | 0
met1 | 77 | 2.660 | 340
met4 | 0 | 0.1761 | 0
met3 | 0 | 1.932 | 66
li1 | 87 | - | -
met2 | 11 | 2.488 | 193
## what timing repair did
item / CTS / global route
resized: 13 / 3
buffers inserted: 2 / 1
endpoints found under the setup margin: 5 / 7
pin swaps: 0 / 0
Power and IR drop assume default switching activity.

--- config.mk ---
export PLATFORM = sky130hd
export DESIGN_NAME = BcdSevenSegment
export DESIGN_NICKNAME = BcdSevenSegment
export VERILOG_FILES = /design/flow/design.v
export SDC_FILE = /design/flow/constraint.sdc
export NUM_CORES = 4
export LEC_CHECK = 1
export CORE_AREA = 10 10 70 70
export DIE_AREA = 0 0 80 80
--- constraint.sdc ---
current_design BcdSevenSegment

set clk_period 1.6
set clk_io_pct 0.2

create_clock -name clk0 -period $clk_period

set non_clock_inputs [all_inputs -no_clocks]
set_input_delay [expr $clk_period * $clk_io_pct] -clock clk0 $non_clock_inputs
set_output_delay [expr $clk_period * $clk_io_pct] -clock clk0 [all_outputs]
--- design.v ---
module BcdSevenSegment 
	( n_enable, bcd, a, b, c, d, e, f, g, AA);
	input n_enable;
	input [3:0] bcd;
	output wire a, b, c, d, e, f, g, AA;
	reg [6:0] out;
	always@(bcd or n_enable) begin
		case(bcd)
			4'h0: 		out = 7'b0000001;
			4'h1: 		out = 7'b1001111;
			4'h2: 		out = 7'b0010010;
			4'h3: 		out = 7'b0000110;
			4'h4: 		out = 7'b1001100;
			4'h5: 		out = 7'b0100100;
			4'h6: 		out = 7'b0100000;
			4'h7:		out = 7'b0001111;
			4'h8: 		out = 7'b0000000;
			4'h9: 		out = 7'b0000100;
			default: 	out = 7'b0000001;
		endcase
	end
	assign AA = ~n_enable;
	assign a = out[6] | n_enable;
	assign b = out[5] | n_enable;
	assign c = out[4] | n_enable;
	assign d = out[3] | n_enable;
	assign e = out[2] | n_enable;
	assign f = out[1] | n_enable;
	assign g = out[0] | n_enable;
endmodule
--- run.sh ---
#!/bin/bash
# OpenROAD 26Q1-2900-gdf79404cd8, Yosys 0.63+post, stock flow scripts
make -C /OpenROAD-flow-scripts/flow DESIGN_CONFIG=/design/flow/config.mk WORK_HOME=/design/flow/orfs finish
==> Changelog: implementation <==
### Changed

- Worst rel slew slack: 0.824
- Layout area overhead: 123%
- Fmax: about 660 MHz
- Yosys synthesis chip area: 193 sq um
- Number of antenna violations at the first check in global routing: 0
- Pins Over Slew Limit: 0
- OpenROAD warnings: 36
- Synth Seq Share: 0
- LEAKAGE: between 0.15 and 0.2 nW
- Gr usage total: 0.0205
- Layout cells sized above 1: 0.477
- # Cells Yosys: 29
- DR WL/cell: 7.91 microns
- Pwr dens: roughly 210 nW/um^2
- WL final: 712 microns
- Netlist Area Pre-Place: 193 sq um
- Fp util: 0.0564
- Top cell area share: 0.260
- Cell Type Count: 13
- Tot Pwr: roughly 90 uW
- CP endpoint kind: output pin
- Delay-heaviest family, CP: buffers and inverters
- Synth Warn #: 1
- Most frequent cell after synthesis: inv_1
- Max-Cap Viols: 0
- Flop count: 0
- Tmin final: about 1500 ps
- Critical Path AT: 1200 ps
- Post-route ant nets: 0
- Gpl congestion: 0.718
- Routed via count: between 200 and 250
- Initial DRC Count: 2
- Status: finished, final reports clean
- Crit-path cells: buf_4, buf_4, ha_4, o21ai_1, o211ai_1, dlygate4sd2_1
- Vias in the first global route: around 240
- Mean area per synthesized cell: 6.64 sq um
- Port buffer count: 13
- Die height: 80 microns
- CP Buf/Inv Count: 3
- Crit Path Class: input pin to output pin
- Post-CTS Setup Bufs: 0
- Finish-stage setup viols: 0
- RSZ-0062 raised after global routing: no
- Largest net degree at the start of global routing: 9
- Clock buffer count: 0
- DR pass1 iterations: 2
- # IOs: 13
- Die width: about 80 microns
- Drt drc: 0
- Synth top cells by count: inv_1 (5), a21oi_1 (4), ha_1 (4), o21ai_0 (4)
- Worst slew pin tran: approximately 260 ps
- First-pass GRT wire length: roughly 1200 microns
- Core area: around 3400 sq um
- DR vias/cell: between 2 and 3
- Mapped Cells: 29
- Peak VDD IR: about 0.022 mV
- Row cnt: 21
- Placed Area: roughly 390 sq um
- CTS Hold Buffers Added: 0
- Most common cell on crit path: buf_4
- Ant. Diodes: 0
- Gr ovfl total: 0
- Die ar.: 6400 sq um
- Register area: 0 sq um
- Hold Vio Cnt, Final: 0
- CP required: approximately 1300 ps
- Design area: 429 sq um
- CP Launch Type: input pin
- Post-synth top area cell: ha_1
- CP max FO: 3
- HP Class: input pin to output pin
- Tcrit/Tclk final: 0.952
- Cell area leaders: ha_1 (26%), buf_6 (12%), a21oi_1 (10%)
- Slowest cell delay on critical path: 250 ps
- Post-DP HPWL: slightly below 600 microns
- Max stage delay cell, worst path: dlygate4sd2_1
==> routing by layer <==
layer / vias up / share of wire / track usage
met5: - / 0 / 0
met4: 0 / 0 / 0
met3: 0 / 0.11 / 0.00682
met1: 100 / 0.43 / 0.0244
met2: 9 / 0.47 / 0.0369
li1: 128 / - / -
==> power by group <==
part	switching, mW	internal [mW]	leakage (nW)
combinational	0.0402	0.0488	0.166
sequential	0	0	0
clock	0	0	0
==> through the flow <==
step | instances | setup TNS (ps) | utilization | hold slack [ps] | setup WS [ps]
floorplan | 29 | 0 | - | 688 | 456
global placement | 90 | -4160 | 0.114 | 1660 | -649
detailed placement | 90 | -4280 | 0.114 | 1670 | -689
CTS | 90 | -32.3 | 0.119 | 1130 | -32.3
global route | 90 | 0 | 0.126 | 1200 | 14.9
finish | 90 | 0 | 0.126 | 1100 | 77.0
==> tightest hold or removal path: stages <==
cell and delay [ps]:
dlygate4sd2_1 240, a21oi_1 50, o21ai_1 80, buf_2 110
==> layout by cell type, fill, tap and decap left out, drive strengths merged <==
| master | count |
|---|---|
| o21ai | 6 |
| nand2 | 1 |
| mux2i | 1 |
| clkdlybuf4s50 | 1 |
| clkdlybuf4s15 | 1 |
| nor2b | 1 |
| ha | 4 |
| xor2 | 1 |
| o31ai | 1 |
| buf | 8 |
| a21oi | 4 |
| nor2 | 2 |
| inv | 5 |
| dlygate4sd2 | 7 |
| o211ai | 1 |
==> what timing repair did <==
action / CTS / global route
endpoints found under the setup margin: 8 / 6
resized: 38 / 7
hold endpoints to repair: 0 / 0
pin swaps: 1 / 0
==> final timing paths <==
path                  startpoint  end  slack [ps]  depth (start not counted)
worst max-delay path      bcd[0]    g          80                          6
worst min-delay path    n_enable    e        1100                          4
==> cells by family after synthesis <==
logic type	count (synthesis)	synth area share
compound gates	12	0.338
buf+inv	7	0.214
fa+ha+maj	4	0.260
simple gates	4	0.0909
xor+xnor	1	0.0455
mux	1	0.0520
==> layout make-up <==
| type | instances | area, sq um |
|---|---|---|
| Fill cell | 392 | 2990 |
| Multi-Input combinational cell | 22 | 214 |
| Timing Repair Buffer | 17 | 139 |
| Tap cell | 46 | 57.6 |
| Inverter | 5 | 18.8 |
Power is estimated from default activity; no workload was simulated.
